--- flow/design.v ---
module mux_3to1_32bit(in0, in1, in2, sel, out);
	input [31:0] in0, in1, in2;
	input [1:0] sel;
	output [31:0] out;
	assign out = sel == 2'b00 ? in0 :
		    sel == 2'b01 ? in1 : 
		    sel == 2'b10 ? in2 : 32'bx;
endmodule
--- flow/run.sh ---
#!/bin/bash
# OpenROAD 26Q1-2900-gdf79404cd8, Yosys 0.63+post, stock flow scripts
make -C /OpenROAD-flow-scripts/flow DESIGN_CONFIG=/design/flow/config.mk WORK_HOME=/design/flow/orfs finish
--- flow/config.mk ---
export PLATFORM = sky130hd
export DESIGN_NAME = mux_3to1_32bit
export DESIGN_NICKNAME = mux_3to1_32bit
export VERILOG_FILES = /design/flow/design.v
export SDC_FILE = /design/flow/constraint.sdc
export NUM_CORES = 4
export LEC_CHECK = 1
export CORE_AREA = 10 10 78 78
export DIE_AREA = 0 0 88 88
--- flow/constraint.sdc ---
current_design mux_3to1_32bit

set clk_period 3.2
set clk_io_pct 0.2

create_clock -name clk0 -period $clk_period

set non_clock_inputs [all_inputs -no_clocks]
set_input_delay [expr $clk_period * $clk_io_pct] -clock clk0 $non_clock_inputs
set_output_delay [expr $clk_period * $clk_io_pct] -clock clk0 [all_outputs]
==> flow_summary.json <==
{
  "status": "completed",
  "hold_viol": 0,
  "ff_latch_area_um2": 0,
  "seq_cell_count": 0,
  "fillers": 428,
  "drt-wirelength-per-cell_um": 15.0,
  "max_freq_ghz": 0.411,
  "power_frac_seq": 0,
  "die_width_um": 88,
  "comb_power_share": 1.000,
  "report.final.slew_viol_count": 0,
  "timing.hold.ws_ps": 2130,
  "final_util": 0.453,
  "power_density_mw_per_mm2": 129,
  "cp-start-kind": "primary input",
  "ys_area_um2": 714,
  "vias_per_cell": 4.00,
  "area_leaders": "mux2i_1, o21ai_1, nand2_1",
  "synth-seq-area-share": 0,
  "drive_gt1_frac": 0.0306,
  "timing.final.crit_share": 0.760,
  "synth_warnings": 0,
  "portBuffers": 130,
  "post_cts_resized": 0,
  "worstMarginPinSlew_ps": 349,
  "post_cts_buffers": 0,
  "hold_path_end": "out[5]",
  "p_clk_frac": 0,
  "synth.yosys.num_cells": 107,
  "critPathMaxFanout": 1,
  "overflow": 0,
  "syn_to_final_growth_pct": 180,
  "peakVddDrop_uv": 77.3,
  "hold_buffers": 0,
  "die_h_um": 88,
  "switching_share": 0.250,
  "ant_nets": 0,
  "rsz0062_at_grt": "no",
  "pre_cts_slack_ps": 741,
  "drt-initial-drc-count": 34,
  "rows": 24,
  "finalWorstSetupSlack_ps": 768,
  "synthCells": 107,
  "ios": 130,
  "switchingPower_w": 0.0000644,
  "netlist_area_um2": 714,
  "relSlewSlack": 0.767,
  "top_area_cell": "mux2i_1",
  "wl_um": 4220,
  "warnings": 32,
  "cellLeakagePower_nw": 0.831,
  "chip_area_mm2": 0.00774,
  "maxCapViolations": 0,
  "crit_arrival_ps": 1790,
  "tns_ps": 0,
  "top_cell_area_share": 0.448,
  "power.internal_w": 0.000194,
  "place_congestion": 0.762,
  "antenna_cells": 0,
  "grt_pass1_wl_um": 5760,
  "vias": 1124,
  "avgSynthCellArea_um2": 6.68,
  "antenna_found_initial": 0,
  "worstHoldPathCells": 4,
  "min_period_ps": 2430,
  "critical_path_required_ps": 2560,
  "setup_violations": 0,
  "cp-end-kind": "output pin",
  "finish.instance_area_mm2": 0.00200,
  "lay_top_count": "clkdlybuf4s50_1",
  "worstHoldStart": "sel[1]",
  "dpl.hpwl_um": 3770,
  "hp-class": "primary input to output pin",
  "drcViolationCount": 0,
  "grt_pass1_vias": 1080,
  "place_area_mm2": 0.00200,
  "critPathKind": "primary input to output pin",
  "layout_top_cells": "clkdlybuf4s50_1, mux2i_1, nand2_1",
  "coreArea_mm2": 0.00441,
  "dr.pass1.iters": 3,
  "nClkBuffers": 0,
  "grt_max_degree": 39,
  "grt_use_total": 0.0932,
  "fp-utilization": 0.162,
  "yosysUniqueCellTypes": 8
}
[kinds of logic after synthesis]
group | after synthesis | synth area share
buffers and inverters | 11 | 0.149
AND/OR/NAND/NOR | 32 | 0.168
multiplexers | 32 | 0.448
AND-OR/OR-AND | 32 | 0.235
[synth_stat cells, drive strengths merged]
cell,number
mux2i,32
o21ai,32
nand2,32
buf,11
[worst max path at each step]
stage     startpoint       to  slack [ps]
5_1_grt       sel[1]  out[26]         690
4_1_cts       in1[7]   out[7]         740
6_report      in1[7]   out[7]         770
[per-stage QoR]
| stage | total power [W] | std cells |
|---|---|---|
| after floorplan | 0.0000724 | 107 |
| final | 0.000258 | 281 |
| after global routing | 0.000280 | 281 |
| after global placement | 0.000262 | 281 |
| after CTS | 0.000263 | 281 |
| after detailed placement | 0.000262 | 281 |
[critical path, stage by stage]
cell and delay (ps):
clkdlybuf4s50_1 450, mux2i_1 60, o21ai_1 140, clkdlybuf4s50_1 500
[power by group through the flow]
stage	Combinational [W]	Clock, W	Sequential [W]
4_1_cts	0.000263	0	0
5_1_grt	0.000280	0	0
6_report	0.000258	0	0
[routing by layer]
| metal | wire [µm] | GRT usage |
|---|---|---|
| met2 | 2080 | 0.173 |
| met1 | 1640 | 0.105 |
| met5 | 0 | 0 |
| met4 | 0 | 0 |
| met3 | 494 | 0.0337 |
[area by class of cell]
type / count / area, µm² / area share
repair buffers: 133 / 1330 / 0.663
multi-input cells: 96 / 608 / 0.304
well taps: 52 / 65.1 / 0.0325
No activity file was given, so power comes from the tool's default toggle rates.
