$ cat flow/config.mk
export PLATFORM = sky130hd
export DESIGN_NAME = ALU
export DESIGN_NICKNAME = ALU
export VERILOG_FILES = /design/flow/design.v
export SDC_FILE = /design/flow/constraint.sdc
export NUM_CORES = 4
export LEC_CHECK = 1
export CORE_UTILIZATION = 30
$ cat flow/constraint.sdc
current_design ALU

set clk_period 22.6
set clk_io_pct 0.2

create_clock -name clk0 -period $clk_period

set non_clock_inputs [all_inputs -no_clocks]
set_input_delay [expr $clk_period * $clk_io_pct] -clock clk0 $non_clock_inputs
set_output_delay [expr $clk_period * $clk_io_pct] -clock clk0 [all_outputs]
$ cat flow/design.v
module ALU(A, B, Ctrl, Res, Zero, lt);
	input signed [31:0] A, B;
	input [2:0] Ctrl;
	output reg signed [31:0] Res;
	output Zero;
	output lt;
	always @(A or B or Ctrl) begin
		case(Ctrl)
			3'b000: Res = A + B;
			3'b001: Res = A - B;
			3'b010: Res = A & B;
			3'b011: Res = A | B;
			3'b100: Res = B;
			3'b101: Res = (A < B);
			3'b111: Res = A^B;
			default: Res = 32'bx;
		endcase
	end
	assign Zero = ~( |(Res) );
	assign lt = (A < B) ? 1'b1 : 1'b0;
endmodule
$ cat flow/run.sh
#!/bin/bash
# OpenROAD 26Q1-2900-gdf79404cd8, Yosys 0.63+post, stock flow scripts
make -C /OpenROAD-flow-scripts/flow DESIGN_CONFIG=/design/flow/config.mk WORK_HOME=/design/flow/orfs finish
==> impl_metrics.yaml <==
# implementation run metrics
grt:
  grt_overflow: 0
  grt_pass1_wl_mm: 40.02
  grt_max_degree: 63
  antenna_found_initial: 0
  grt_pass1_vias: 7167
  grt_usage_pct: 24.98
routing:
  route.final.wire_length_mm: 25.47
  drt_first_pass_iters: 16
  first_iter_violations: 958
  drc: 0
  antenna_left: 0
  wire_per_inst_um: 20.23
  diodes: 0
  vias_per_cell: 6.095
  num_vias: 7674
cells_and_area:
  ff_count: 0
  nFillCells: 2141
  syn2layout_area_growth_pct: 19.59
  fin_cells: 1259
  finalCoreUtilization_pct: 36.84
  layout-drive-gt1-share_pct: 4.427
  seq_area_sq_um: 0
  postLayoutCellArea_sq_um: 7241
  n_clock_buffer: 0
final_timing:
  tightestPinTransition_ns: 0.8029
  slew_viol_final: 0
  period_minus_slack_ns: 14.43
  rsz0062_at_grt: "no"
  fin_tns_setup_ns: 0
  relSlewSlack_pct: 46.37
  setup_violations: 0
  finalClockPeriodUsage_pct: 63.87
  finalHoldViolations: 0
  fmax_mhz: 69.28
outcome:
  status: "finished, final reports clean"
pwr:
  switchingPower_mw: 0.1184
  power.density_nw_per_um2: 28.03
  intPower_mw: 0.08449
  switching_share_pct: 58.36
  peakVddDrop_uv: 12.20
  p_leak_nw: 3.097
  p_comb_share_pct: 100.0
  p_clk_share_pct: 0
  p_seq_share_pct: 0
  design_power_total_mw: 0.2029
place:
  io_buffers: 101
  dp.cells: 1259
  placed_cell_area_sq_um: 7241
  dp_hpwl_mm: 19.85
  place.gp.congestion: 1.037
synth:
  ys_sh_mux_pct: 0.9919
  yosys.area.top_type_share_pct: 19.84
  synthAoiAreaFrac_pct: 43.98
  xor_share_pct: 0.4340
  syn-instance-count: 941
  synth_area_per_cell_sq_um: 6.434
  yosysUniqueCellTypes: 83
  synth_chip_area_sq_um: 6055
  yosys.area.top_type: "ha_1"
  adder_share_pct: 20.50
  synthTopLogicFamily: "AND-OR/OR-AND gates"
  seq_area_frac_synth_pct: 0
  yosys.area_share.simple_pct: 23.12
  syn_area_sq_um: 6055
  topCellsByArea: "ha_1 (20%), a21oi_1 (7.8%), inv_1 (6.4%), nor2_1 (5.2%), o21ai_0 (5.1%)"
  yosysWarnings: 1
  yosys-stat-cells: 941
cts:
  cts_setup_buffers: 0
  cts_hold_buffers: 0
  cts_resized: 0
die:
  fp_util_pct: 30.81
  fp.dieW_um: 144.1
  die_area_sq_um: 20750
  die_height_um: 144.1
  num_rows: 51
  core_area_sq_um: 19650
  pin_count: 101
worst_setup_path:
  cp-start-kind: "input pin"
  startpoint: "Ctrl[1]"
  crit_path_end_kind: "output pin"
  crit_required_ns: 18.08
  worstPathMaxFanout: 34
  critPathArrivalTime_ns: 9.91
  worstSetupPathType: "in2out"
worst_hold_path:
  min_path_type: "in2out"
  hp-start: "Ctrl[0]"
job:
  warnings: 96
  cap_violations: 0
[worst max-delay path, stage by stage]
cell	delay [ns]
clkdlybuf4s50_1	0.45
buf_4	0.34
nand2b_1	0.41
nand3_1	0.69
nor3_1	0.11
a2111oi_0	0.47
o211a_1	0.22
a21oi_1	0.04
or4_1	0.51
or4_1	0.53
nor4_1	0.24
or4b_1	0.56
nor4_2	0.27
clkdlybuf4s50_1	0.51
[cell type report]
class / count / area (sq um) / share of cell area (%)
multi-input cells: 774 / 5395 / 74.51
repair buffers: 116 / 1119 / 15.45
well taps: 265 / 331.6 / 4.579
inverters: 104 / 395.4 / 5.461
[layer usage]
layer  GRT usage [%]  part of all wire (%)  up-vias
met2           37.53                    42      490
met3           3.844                    10      103
met4           9.127                   4.2        0
met5               0                     0        -
li1                -                     -     3593
met1           35.82                    43     3488
[final timing paths]
path	to	slack, ns	cells past startpoint
hold / removal	Res[2]	10.27	4
setup / recovery	Zero	8.17	14
[synthesized netlist by cell type (8+ instances only)]
cell	number
nor3_1	25
nor2b_1	16
buf_2	14
nand2_1	76
a21o_1	10
o211ai_1	17
a31oi_1	8
clkbuf_1	38
nor2_1	84
a221o_1	8
o21bai_1	9
a21oi_1	94
nor4_1	13
ha_1	96
inv_1	103
a221oi_1	10
a211oi_1	16
nand2b_1	13
a22oi_1	13
o31ai_1	18
buf_1	8
o21ai_0	62
o22ai_1	14
nand4_1	8
a211o_1	9
nand3_1	12
[stage by stage]
stage	hold slack [ns]	setup slack [ns]
after detailed placement	10.26	8.311
after CTS	10.26	8.267
after global routing	10.32	7.899
final	10.27	8.166
after floorplan	9.152	10.18
after global placement	10.27	8.432
[logic make-up after synthesis]
| logic type | count (synthesis) |
|---|---|
| AND-OR/OR-AND | 378 |
| AND/OR/NAND/NOR | 289 |
| buffers and inverters | 167 |
| adder cells (fa/ha/maj) | 98 |
| multiplexers | 6 |
| XOR/XNOR | 3 |
[placed cells by master, fill, tap and decap left out, types with 9 or more instances in the layout]
cell	synthesis	layout
a221oi_1	10	10
nand3_1	12	12
nand2b_1	13	13
o211ai_1	17	17
o22ai_1	14	14
nor4_1	13	13
a21o_1	10	10
nand2_1	76	76
o21ai_0	62	62
buf_4	2	15
nor2b_1	16	16
inv_1	103	103
nor3_1	25	24
a21oi_1	94	94
nor2_1	84	84
clkdlybuf4s50_1	0	100
ha_1	96	96
a211o_1	9	9
o21bai_1	9	9
a22oi_1	13	13
o31ai_1	18	18
a211oi_1	16	16
[power groups by stage]
stage	logic [mW]	clock network, mW	registers [mW]
finish	0.203	0	0
global route	0.220	0	0
CTS	0.198	0	0
Power and IR drop assume default switching activity.
